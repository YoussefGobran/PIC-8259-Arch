==> flow/design.v <==
module PRIORITY_RESOLVER_HANDLER(
  input wire [0:7] irr,
  input wire [0:7] imr,
  input wire [0:7] isr,
  input wire [0:7] priorities_list_1,
  input wire [0:7] priorities_list_2,
  input wire [0:7] priorities_list_3,
  output reg [0:2] current_highest_priority_id,
  output reg [0:2] current_highest_priority_id_with_isr,
  output reg start_interrupt_flag
  );
  wire[0:7] masked_irr=(irr & (~imr));
  wire[0:7] masked_irr_with_isr=masked_irr|isr;
  wire [0:2] priorities[0:7];
  reg temp_start_interrupt_flag_isr;
  genvar j;
  generate   
    for(j = 0; j<8; j=j+1) begin
      assign priorities[j]= {priorities_list_1[j],priorities_list_2[j],priorities_list_3[j]};
    end
  endgenerate
  integer i;
  always @(masked_irr[0],masked_irr[1],masked_irr[2],masked_irr[3],masked_irr[4],masked_irr[5],masked_irr[6],masked_irr[7],isr[0],isr[1],isr[2],isr[3],isr[4],isr[5],isr[6],isr[7]) begin
    start_interrupt_flag=0;
    temp_start_interrupt_flag_isr=0;
    current_highest_priority_id=0;
    current_highest_priority_id_with_isr=0;
    for (i = 0; i < 8; i=i+1) begin
        if (masked_irr[i] && (!start_interrupt_flag || priorities[i] > priorities[current_highest_priority_id])) begin
            start_interrupt_flag=1;
            current_highest_priority_id = i;
        end
        if (masked_irr_with_isr[i] && (!temp_start_interrupt_flag_isr||priorities[i] > priorities[current_highest_priority_id_with_isr])) begin
            temp_start_interrupt_flag_isr=1;
            current_highest_priority_id_with_isr = i;
        end
    end
  end
endmodule
==> flow/run.sh <==
#!/bin/bash
# OpenROAD 26Q1-2900-gdf79404cd8, Yosys 0.63+post, stock flow scripts
make -C /OpenROAD-flow-scripts/flow DESIGN_CONFIG=/design/flow/config.mk WORK_HOME=/design/flow/orfs finish
==> flow/config.mk <==
export PLATFORM = sky130hd
export DESIGN_NAME = PRIORITY_RESOLVER_HANDLER
export DESIGN_NICKNAME = PRIORITY_RESOLVER_HANDLER
export VERILOG_FILES = /design/flow/design.v
export SDC_FILE = /design/flow/constraint.sdc
export NUM_CORES = 4
export LEC_CHECK = 1
export CORE_UTILIZATION = 30
==> flow/constraint.sdc <==
current_design PRIORITY_RESOLVER_HANDLER

set clk_period 14.4
set clk_io_pct 0.2

create_clock -name clk0 -period $clk_period

set non_clock_inputs [all_inputs -no_clocks]
set_input_delay [expr $clk_period * $clk_io_pct] -clock clk0 $non_clock_inputs
set_output_delay [expr $clk_period * $clk_io_pct] -clock clk0 [all_outputs]
==> run summary <==
Outcome: complete, no violations
Hold WC Path Type: input port to primary output
Min Hold Slack: 6.50 ns
Slew Limit Fails: 0
CP Launch Type: input port
Number of global-route vias before repair: 2,869
Max-cap violations: 0
Die height: 87.5 um
Max-slew headroom: 54.0%
GPL Wtd Cong: 0.914
Register share after synthesis: 0%
Hold_buf cts: 0
Num ports: 55
Mean routed wirelength per cell: 15.6 um
Crit path from: priorities_list_3[1]
Fin util: 61.1%
Number of DRC markers in iteration 0: 110
Worst setup EP type: primary output
Crit Path Category: input port to primary output
DP Area: 3400 um2
Fillers: 546
First-pass GRT wire length: 13,800 um
Flip-flops: 0
Non-filler instance count after layout: 575
Placed Instances: 538
Total global-route track usage: 22.9%
WL final: 9000 um
CP max-delay cell: mux2_4
Dpl hpwl: 6640 um
Antenna-violating nets left: 0
Mapped cell area: 2190 um2
Hold path start: isr[7]
Drt first pass iters: 4
Synthesis warning total: 1
DR vias/cell: 5.41
Crit Path Max Fanout: 7
OpenROAD warning count: 33
Met3 routed WL: 501 um
Most numerous logic cell after layout: buf_4
Design area: 4240 um2
Port Buffer Count: 55
GR Overflow Total: 0
Wl on met1: 4390 um
Initial antenna violation count: 0
Number of diodes: 0
Top Layer Used: met4
Metal2 WL: 3930 um
Die Area: 7650 um2
YS chip area: 2190 um2
Setup Viol. Count Final: 0
Synth Instances: 321
Share of cells above drive strength 1: 46.6%
Yosys cell count: 321
Post-synth cell types: 60
WP data arrival: 11.23 ns
Final TNS setup: 0 ns
P_leak: 1.90 nW
Final hold violations: 0
Area grow syn2layout: 93.6%
FP Rows: 30
Fmax: 70.9 MHz
CP required: 11.52 ns
FF+latch area: 0 um2
Largest net degree at the start of global routing: 13
Max VDD drop: 0.0000565 V
Crit path time final: 14.11 ns
Most used cell, CP: a21oi_2
Top Layout Cells: buf_4, clkdlybuf4s50_1, nand2_1, ha_1, nor2_1
Core region area: 6940 um2
Worst Hold Path Cells: 4
Pwr Density: 110 nW/um2
Syn_area_per_cell: 6.83 um2
CP max stage delay: 0.33 ns
Cycle use final: 98.0%
Post-route DRC: 0
Starting density of the core: 31.6%
Die width: 87.5 um
Layout clock buffers: 0
Routed via count: 3,108
Hold EP: current_highest_priority_id_with_isr[0]
Tightest Pin Transition: 0.683 ns
-- where the power goes --
group / switching (mW) / total, mW / internal [mW]
clock: 0 / 0 / 0
sequential: 0 / 0 / 0
combinational: 0.209 / 0.469 / 0.260
-- how the worst max path moves through the flow --
stage | to | slack (ns) | cells past startpoint
after CTS | current_highest_priority_id_with_isr[2] | -0.02 | 50
after global routing | current_highest_priority_id_with_isr[2] | -0.1 | 51
final | current_highest_priority_id_with_isr[2] | 0.29 | 51
-- kinds of logic after synthesis --
logic type	share of synthesized area [%]
compound gates	38.0
simple gates	29.8
fa+ha+maj	22.3
mux	3.77
buf+inv	6.22
-- per-layer routing --
layer  track usage [%]  up-vias
met4              2.24        0
met5                 0        -
met1              34.2     1457
met3             0.962       15
li1                  -     1551
met2              38.0       85
-- Yosys cell counts (4+ instances only) --
cell / count / area (um2)
and3_1: 6 / 37.5
inv_1: 21 / 78.8
nand2b_1: 7 / 43.8
nor2_1: 30 / 113
nor3_1: 8 / 40.0
a21o_1: 4 / 30.0
nor2b_1: 11 / 68.8
ha_1: 39 / 488
o21a_1: 11 / 82.6
mux2i_1: 6 / 60.1
o22ai_1: 6 / 37.5
clkbuf_1: 7 / 26.3
nand2_1: 28 / 105
o211ai_1: 4 / 30.0
nand3b_1: 7 / 52.6
nand3_1: 12 / 60.1
o221ai_1: 4 / 35.0
o21ai_0: 25 / 125
a21oi_1: 20 / 100
-- critical path: cells and delay by family --
family | cells | cell delay (ns)
AND-OR/OR-AND | 26 | 3.85
adder cells (fa/ha/maj) | 7 | 1.96
buffers and inverters | 7 | 0.91
multiplexers | 2 | 0.62
AND/OR/NAND/NOR | 9 | 1.02
-- cell type report --
type / instances / area, um2 / share of cell area [%]
multi-input cells: 289 / 2630 / 62.0
repair buffers: 169 / 1410 / 33.3
well taps: 96 / 120 / 2.83
inverters: 21 / 78.8 / 1.86
-- what timing repair did --
| item | 4_1_cts | 5_1_grt |
|---|---|---|
| buffers inserted | 23 | 16 |
| hold endpoints to repair | 0 | 0 |
| setup endpoints to repair | 6 | 6 |
| pin swaps | 39 | 78 |
| resized | 70 | 82 |
-- per-stage QoR --
step                      power (mW)  setup WS [ns]
after global placement         0.321          -1.17
after global routing           0.512        -0.0994
final                          0.469          0.291
after detailed placement       0.326          -1.18
after floorplan                0.185        0.00662
after CTS                      0.390        -0.0182
No activity file was given, so power comes from the tool's default toggle rates.
