==> ./design.v <==
module READING_STATUS_HANDLER (
  input wire [0:1] read_type_flag,
  input wire a0,
  input wire cs_neg,
  input wire rd_neg,
  input wire [0:7] imr,
  input wire [0:7] isr,
  input wire [0:7] irr,
  output wire [0:7] read_multiplixer_output,
  output wire read_active_flag
  );
  localparam read_isr_type = 2'b11;
  localparam read_irr_type = 2'b01;
  assign read_active_flag = (! cs_neg) && (! rd_neg); 
  assign read_multiplixer_output = !a0 ? ((read_type_flag == read_irr_type) ? irr : isr ) : imr ;
endmodule
==> ./run.sh <==
#!/bin/bash
# OpenROAD 26Q1-2900-gdf79404cd8, Yosys 0.63+post, stock flow scripts
make -C /OpenROAD-flow-scripts/flow DESIGN_CONFIG=/design/flow/config.mk WORK_HOME=/design/flow/orfs finish
==> ./config.mk <==
export PLATFORM = sky130hd
export DESIGN_NAME = READING_STATUS_HANDLER
export DESIGN_NICKNAME = READING_STATUS_HANDLER
export VERILOG_FILES = /design/flow/design.v
export SDC_FILE = /design/flow/constraint.sdc
export NUM_CORES = 4
export LEC_CHECK = 1
export CORE_AREA = 10 10 70 70
export DIE_AREA = 0 0 80 80
==> ./constraint.sdc <==
current_design READING_STATUS_HANDLER

set clk_period 1.8
set clk_io_pct 0.2

create_clock -name clk0 -period $clk_period

set non_clock_inputs [all_inputs -no_clocks]
set_input_delay [expr $clk_period * $clk_io_pct] -clock clk0 $non_clock_inputs
set_output_delay [expr $clk_period * $clk_io_pct] -clock clk0 [all_outputs]
==> impl_summary.log <==
[flow] collecting metrics
[metrics] yosys stat chip area: 330.3 um^2
[metrics] first-pass GRT wire length: 2511 um
[metrics] number of max-capacitance violations reported: 0
[metrics] flip-flop and latch area: 0 um^2
[metrics] register area share after synthesis: 0
[metrics] run status: finished, final reports clean
[metrics] yosys synthesis warning count: 0
[metrics] synthesized area divided by synthesized cell count: 9.175 um^2
[metrics] # fillers: 370
[metrics] area of the core: 3416 um^2
[metrics] area share of the largest cell type after synthesis: 0.3447
[metrics] maximum frequency from static timing analysis: 561.4 MHz
[metrics] count of pins over their slew limit: 0
[metrics] Min Clock Period, post-route: 1.781 ns
[metrics] top cell type by total area after synthesis: sky130_fd_sc_hd__o311ai_2
[metrics] count of buffers inserted at the top-level ports: 38
[metrics] row cnt: 21
[metrics] worst endpoint required time: 1.44 ns
[metrics] violation count after the first detailed-routing iteration: 11
[metrics] OpenROAD warning count: 32
[metrics] post-DR wirelength/cell: 12.91 um
[metrics] distinct cell type count after synthesis: 9
[metrics] kind of path behind the tightest hold check: primary input to output pin
[metrics] width of the die: 80 um
[metrics] DIE AREA: 6400 um^2
[metrics] pin count of the biggest net entering global routing: 13
[metrics] number of endpoints failing setup at the final stage: 0
[metrics] I/O pin count: 38
[metrics] Antenna Diode Count: 0
[metrics] initial cell density of the core: 0.09670
[metrics] final critical-path share of the clock period: 0.9896
[metrics] count of final hold-check violations: 0
[metrics] most area-consuming cells after synthesis: sky130_fd_sc_hd__o311ai_2 (34%), sky130_fd_sc_hd__nand4bb_1 (27%), sky130_fd_sc_hd__inv_1 (9.1%)
[metrics] global route overflow: 0
[metrics] number of search-and-repair iterations in the first detailed-routing pass: 2
[metrics] kind of start point of the critical path: primary input
[metrics] maximum ir drop on the vdd rail: 0.03304 mV
[metrics] Final GP Congestion: 0.7458
[metrics] number of global-route vias before repair: 490
[metrics] number of instances in the synthesized netlist: 36
[metrics] number of standard cells reported by yosys: 36
[metrics] Global Route Usage Sum: 0.04760
[metrics] power density normalized to cell area: 208.3 nW/um^2
[metrics] worst max-slew margin expressed relative to the limit: 0.8563
[metrics] Final TNS setup: 0 ns
[metrics] Seq Cell Count: 0
[metrics] most common library cells after synthesis: sky130_fd_sc_hd__inv_1 (8), sky130_fd_sc_hd__nand2_1 (8), sky130_fd_sc_hd__nand4bb_1 (8), sky130_fd_sc_hd__o311ai_2 (7)
[metrics] synthesized cell area: 330.3 um^2
[metrics] leakage component of the power: 0.3585 nW
[metrics] initial antenna violation count: 0
[metrics] area overhead of the layout relative to synthesis: 168.2%
[metrics] Critical Path AT: 1.42 ns
[metrics] Layout clock buffers: 0
[metrics] tightest hold margin: 1.395 ns
[metrics] transition time at the pin with the least slew margin: 0.2152 ns
[metrics] Setup CP Type: primary input to output pin
[metrics] chip height: 80 um
[metrics] remaining antenna violation count after routing: 0
[metrics] estimated wirelength of the detail-placed design: 1321 um
[metrics] drt total wl: 1652 um
[metrics] total via count in the routed design: 445
[metrics] fraction of final layout cells sized beyond drive strength 1: 0.2927
[metrics] CP Max Fanout: 4
[metrics] element type at the critical path end: output pin
[metrics] DRC Markers: 0
[metrics] detail-routed via count per cell: 3.477
path summary, 6_finish.rpt:
check	depth (start not counted)	slack, ns	start	to
worst max-delay path	6	0.02	read_type_flag[1]	read_multiplixer_output[1]
worst min-delay path	4	1.40	isr[2]	read_multiplixer_output[2]
layout make-up:
type	instances	area, um^2	area share
inverter	8	30.03	0.03390
multi-input combinational	26	316.6	0.3573
tap	46	57.56	0.06497
timing repair buffer	48	481.7	0.5438
report_power, final:
part	leakage, nW	switching, mW	total [mW]	internal [mW]
Sequential	0	0	0	0
Clock	0	0	0	0
Combinational	0.358	0.0548	0.185	0.130
through the flow:
| step | utilization | power, mW | setup slack [ns] | cell area [um^2] | instances |
|---|---|---|---|---|---|
| global route | 0.2593 | 0.1974 | -0.003688 | 885.9 | 128 |
| floorplan | - | 0.05563 | 0.5973 | 330.3 | 36 |
| detailed placement | 0.2297 | 0.1700 | -0.4001 | 784.5 | 122 |
| global placement | 0.2297 | 0.1686 | -0.3961 | 784.5 | 122 |
| CTS | 0.2513 | 0.1795 | 0.02857 | 858.3 | 128 |
| finish | 0.2593 | 0.1845 | 0.01879 | 885.9 | 128 |
critical path: stages:
cell                            delay (ns)
sky130_fd_sc_hd__dlygate4sd2_1        0.26
sky130_fd_sc_hd__and2b_4              0.19
sky130_fd_sc_hd__buf_12               0.13
sky130_fd_sc_hd__buf_4                0.13
sky130_fd_sc_hd__o311ai_4             0.21
sky130_fd_sc_hd__buf_2                0.14
cells in the final DEF (no fill, tap or decap):
| master | n |
|---|---|
| sky130_fd_sc_hd__buf_2 | 3 |
| sky130_fd_sc_hd__and2b_4 | 1 |
| sky130_fd_sc_hd__bufbuf_16 | 1 |
| sky130_fd_sc_hd__nand2_1 | 8 |
| sky130_fd_sc_hd__buf_4 | 7 |
| sky130_fd_sc_hd__clkdlybuf4s15_1 | 1 |
| sky130_fd_sc_hd__o311ai_4 | 2 |
| sky130_fd_sc_hd__nand4bb_4 | 2 |
| sky130_fd_sc_hd__o311ai_2 | 6 |
| sky130_fd_sc_hd__dlygate4sd2_1 | 7 |
| sky130_fd_sc_hd__clkdlybuf4s50_1 | 27 |
| sky130_fd_sc_hd__nand4bb_1 | 6 |
| sky130_fd_sc_hd__buf_12 | 2 |
| sky130_fd_sc_hd__inv_1 | 8 |
| sky130_fd_sc_hd__nor2_1 | 1 |
kinds of logic after synthesis:
family,Yosys count,synth area share
and+or+nand+nor,18,0.4053
buffers and inverters,10,0.1704
AOI/OAI and AO/OA,8,0.4243
layer usage:
metal | vias to the layer above | part of all wire | track usage | wire length, um
met5 | - | 0 | 0 | 0
met3 | 0 | 0.035 | 0.004545 | 57
li1 | 232 | - | - | -
met2 | 8 | 0.61 | 0.1011 | 1007
met4 | 0 | 0 | 0 | 0
met1 | 205 | 0.36 | 0.05020 | 588
what timing repair did:
action,in CTS,in global routing
gates cloned,1,0
endpoints found under the setup margin,8,2
resized,19,3
endpoints found under the hold margin,0,0
buffers inserted,5,0
hold buffers,0,0
Power is estimated from default activity; no workload was simulated.
